===== flow/design.v =====
module one_bit_full_adder (
    output res, cout,
    input a, b, cin
);
    wire na, nb, ncin;  
    assign na = ~a;
    assign nb = ~b;
    assign ncin = ~cin;
    assign res = ((cin & na & nb) | (ncin & a & nb) | (ncin & na & b) | (cin & a & b));
    assign cout = ((cin & a) | (cin & b) | (a & b));
endmodule
module eight_bit_adder (
    res, cout,
    a, b, cin
);
    input [7:0] a, b;  
    output [7:0] res;  
    wire [6:0] carry;  
    input cin;  
    output cout;  
    one_bit_full_adder adder0(res[0], carry[0], a[0], b[0], cin);
    one_bit_full_adder adder1(res[1], carry[1], a[1], b[1], carry[0]);
    one_bit_full_adder adder2(res[2], carry[2], a[2], b[2], carry[1]);
    one_bit_full_adder adder3(res[3], carry[3], a[3], b[3], carry[2]);
    one_bit_full_adder adder4(res[4], carry[4], a[4], b[4], carry[3]);
    one_bit_full_adder adder5(res[5], carry[5], a[5], b[5], carry[4]);
    one_bit_full_adder adder6(res[6], carry[6], a[6], b[6], carry[5]);
    one_bit_full_adder adder7(res[7], cout, a[7], b[7], carry[6]);
endmodule

===== flow/run.sh =====
#!/bin/bash
# OpenROAD 26Q1-2900-gdf79404cd8, Yosys 0.63+post, stock flow scripts
make -C /OpenROAD-flow-scripts/flow DESIGN_CONFIG=/design/flow/config.mk WORK_HOME=/design/flow/orfs finish

===== flow/config.mk =====
export PLATFORM = sky130hd
export DESIGN_NAME = eight_bit_adder
export DESIGN_NICKNAME = eight_bit_adder
export VERILOG_FILES = /design/flow/design.v
export SDC_FILE = /design/flow/constraint.sdc
export NUM_CORES = 4
export LEC_CHECK = 1
export CORE_AREA = 10 10 70 70
export DIE_AREA = 0 0 80 80

===== flow/constraint.sdc =====
current_design eight_bit_adder

set clk_period 7.9
set clk_io_pct 0.2

create_clock -name clk0 -period $clk_period

set non_clock_inputs [all_inputs -no_clocks]
set_input_delay [expr $clk_period * $clk_io_pct] -clock clk0 $non_clock_inputs
set_output_delay [expr $clk_period * $clk_io_pct] -clock clk0 [all_outputs]

==> out/qor_table.md <==
| Parameter | Value |
|:---|:---|
| Fill cell count | 399 |
| Pwr Total | 0.03390 mW |
| Sequential element share of the synthesized area | 0 |
| Headroom to the max-slew limit | 0.9356 |
| Launching element type of the critical path | input port |
| Area of the die | 6400 um2 |
| Total vias in the final route | 207 |
| Share of layout cells above drive strength 1 | 0 |
| Maximum number of pins on one net before global-route repair | 2 |
| Worst VDD drop | 0.00002287 V |
| Total I/O pin count | 26 |
| Data required time at the worst endpoint | 6.32 ns |
| Peak fanout along the critical path | 1 |
| Final Hold Viols | 0 |
| Post-cts resize count | 0 |
| Total core area | 3416 um2 |
| Cell area after technology mapping | 257.7 um2 |
| Total power divided by cell area | 65.77 nW/um2 |
| Die height | 80 um |
| Detail-routed via count per cell | 2.300 |
| Initial standard-cell utilization of the core | 0.07546 |
| Class of the tightest hold or removal check | input port to primary output |
| Flop count | 0 |
| Yosys cell types | 3 |
| Reported leakage power | 0.2134 nW |
| Worst Path Class, Setup | input port to primary output |
| Port Buf Inserts | 26 |
| Final period demand of the worst path | 7.167 ns |
| Unrepaired setup endpoints after global routing | no |
| Cell total in the yosys stat output | 26 |
| Total of max-cap violations | 0 |
| Initial antenna violation count | 0 |
| Width of the chip | 80 um |
| Nature of the critical path endpoint | primary output |
| Cell with the most instances after synthesis | sky130_fd_sc_hd__inv_1 |
| Share of the synthesized area in the top cell type | 0.6214 |
| Number of diodes added for antenna fixing | 0 |
| Portion of the clock cycle consumed by the worst path in the final layout | 0.9072 |
| Cell types occupying the most area after synthesis | sky130_fd_sc_hd__fa_1 62%, sky130_fd_sc_hd__buf_4 23%, sky130_fd_sc_hd__inv_1 15% |
| Footprint of the flip-flops and latches | 0 um2 |
| DPL Wire Length | 740.1 um |
| Synth cell count leaders | 10 x sky130_fd_sc_hd__inv_1, 8 x sky130_fd_sc_hd__buf_4, 8 x sky130_fd_sc_hd__fa_1 |
| Post-DR wirelength/cell | 8.189 um |
| Critical path startpoint | a[0] |
| Post-synthesis area per instance | 9.913 um2 |
| Setup TNS after final layout | 0 ns |
| Post-CTS Repair Setup Buffers | 0 |
| Status | completed |
| Placer congestion estimate | 0.8487 |
| Remaining routing DRC violations | 0 |
| Final Max-Slew Violation Tally | 0 |
| Highest clock frequency the design can meet | 0.1395 GHz |
| Vias in the first global route | 241 |
| Synth Warn # | 0 |
| Combined area of the multi-input logic cells | 160.2 um2 |
| Synthesized chip area reported by yosys | 257.7 um2 |
| Count of final setup violators | 0 |
| Total of hold buffers inserted after clock tree synthesis | 0 |
| FP Rows | 21 |
| Antenna-violating nets left | 0 |
| DR iter-0 viols | 0 |
| Global-route wire length before repair | 1110 um |
| Wirelength, routed | 737 um |
| Stage-log warning count | 32 |
| WP data arrival | 5.59 ns |
| Number of instances in the synthesized netlist | 26 |
| Grt total ovfl | 0 |
| Iteration count of the initial detailed-routing pass | 1 |
| Worst Max-Slew Pin Slew | 0.09627 ns |
| Area delta synth->final | 100.0% |
| Post-synth top area cell | sky130_fd_sc_hd__fa_1 |
| Overall fraction of global-route tracks in use | 0.02190 |
| Launch instance of the worst min-delay path | cin |
| CLK BUF | 0 |
per-stage QoR:
step	instance area [um2]	std cells	util	setup WS (ns)	hold slack [ns]
final	515.5	90	0.1509	0.7329	4.197
after global routing	515.5	90	0.1509	0.5062	4.266
after CTS	515.5	90	0.1509	0.6992	4.217
after detailed placement	515.5	90	0.1509	0.7157	4.217
after global placement	515.5	90	0.1509	0.7274	4.216
after floorplan	257.7	26	-	1.644	3.377
final cells by class:
type               instances  area share
well taps                 46      0.1117
multi-input cells          8      0.3107
inverters                 10     0.07282
repair buffers            26      0.5049
path summary, 6_finish.rpt:
path | to | slack, ns | cells past startpoint
min | res[0] | 4.20 | 5
max | res[7] | 0.73 | 14
kinds of logic after synthesis:
kind of cell / synth area share
fa+ha+maj: 0.6213
buf+inv: 0.3787
cell usage in the layout (no fill, tap or decap):
cell type	n
sky130_fd_sc_hd__clkdlybuf4s50_1	26
sky130_fd_sc_hd__fa_1	8
sky130_fd_sc_hd__inv_1	10
worst max-delay path, stage by stage:
cell                              delay (ns)
sky130_fd_sc_hd__clkdlybuf4s50_1        0.40
sky130_fd_sc_hd__inv_1                  0.08
sky130_fd_sc_hd__fa_1                   0.17
sky130_fd_sc_hd__inv_1                  0.05
sky130_fd_sc_hd__fa_1                   0.37
sky130_fd_sc_hd__fa_1                   0.38
sky130_fd_sc_hd__fa_1                   0.41
sky130_fd_sc_hd__fa_1                   0.39
sky130_fd_sc_hd__fa_1                   0.39
sky130_fd_sc_hd__fa_1                   0.37
sky130_fd_sc_hd__inv_1                  0.08
sky130_fd_sc_hd__fa_1                   0.40
sky130_fd_sc_hd__inv_1                  0.06
sky130_fd_sc_hd__clkdlybuf4s50_1        0.46
per-layer routing:
| metal | up-vias | part of all wire | track usage | wire length [um] |
|---|---|---|---|---|
| li1 | 96 | - | - | - |
| met1 | 86 | 0.45 | 0.02772 | 328 |
| met2 | 25 | 0.25 | 0.02408 | 182 |
| met3 | 0 | 0.31 | 0.02614 | 227 |
| met4 | 0 | 0 | 0 | 0 |
| met5 | - | 0 | 0 | 0 |
report_power, final:
part | switching, mW | internal, mW | leakage (nW)
Combinational | 0.00872 | 0.0252 | 0.213
Clock | 0 | 0 | 0
Sequential | 0 | 0 | 0
Total | 0.00872 | 0.0252 | 0.213
Power figures rest on the tool's default switching activity, not on a simulated workload.
