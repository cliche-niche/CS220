**design/flow/run.sh**
```bash
#!/bin/bash
# OpenROAD 26Q1-2900-gdf79404cd8, Yosys 0.63+post, stock flow scripts
make -C /OpenROAD-flow-scripts/flow DESIGN_CONFIG=/design/flow/config.mk WORK_HOME=/design/flow/orfs finish
```
**design/flow/config.mk**
```make
export PLATFORM = sky130hd
export DESIGN_NAME = eight_bit_comparator
export DESIGN_NICKNAME = eight_bit_comparator
export VERILOG_FILES = /design/flow/design.v
export SDC_FILE = /design/flow/constraint.sdc
export NUM_CORES = 4
export LEC_CHECK = 1
export CORE_AREA = 10 10 70 70
export DIE_AREA = 0 0 80 80
```
**design/flow/constraint.sdc**
```tcl
current_design eight_bit_comparator

set clk_period 2.0
set clk_io_pct 0.2

create_clock -name clk0 -period $clk_period

set non_clock_inputs [all_inputs -no_clocks]
set_input_delay [expr $clk_period * $clk_io_pct] -clock clk0 $non_clock_inputs
set_output_delay [expr $clk_period * $clk_io_pct] -clock clk0 [all_outputs]
```
**design/flow/design.v**
```verilog
module one_bit_comparator (
    gt, eq, lt,
    a, b, gi, ei, li
);
    output gt, eq, lt;  
    input a, b;  
    input gi, ei, li;  
    assign gt = (gi | ((a & ~b) & ei)); 
    assign eq = (ei & (a == b));
    assign lt = (li | ((~a & b) & ei));
endmodule
module eight_bit_comparator (
    gt, eq, lt,
    a, b
);
    output gt, eq, lt;  
    input [7:0] a, b;  
    wire [7:0] gi, ei, li;  
    assign gi[7] = 0, ei[7] = 1, li[7] = 0;  
    one_bit_comparator compMSB(gi[6], ei[6], li[6], a[7], b[7], gi[7], ei[7], li[7]);
    one_bit_comparator comp6(gi[5], ei[5], li[5], a[6], b[6], gi[6], ei[6], li[6]);
    one_bit_comparator comp5(gi[4], ei[4], li[4], a[5], b[5], gi[5], ei[5], li[5]);
    one_bit_comparator comp4(gi[3], ei[3], li[3], a[4], b[4], gi[4], ei[4], li[4]);
    one_bit_comparator comp3(gi[2], ei[2], li[2], a[3], b[3], gi[3], ei[3], li[3]);
    one_bit_comparator comp2(gi[1], ei[1], li[1], a[2], b[2], gi[2], ei[2], li[2]);
    one_bit_comparator comp1(gi[0], ei[0], li[0], a[1], b[1], gi[1], ei[1], li[1]);
    one_bit_comparator compLSB(gt, eq, lt, a[0], b[0], gi[0], ei[0], li[0]);
endmodule
```
==> notes.md <==
Results of the full flow below.

Run status:
- The run finished with clean final reports.

Synthesis:
- Of all cell types, the one taking the most synthesized area is ha_1.
- After synthesis, the cell types taking the most area are ha_1 55%, inv_1 16%, a21oi_1 5.5%.
- The synthesized netlist contains 11 unique library cells.
- The run puts the tally of yosys warning messages at 0.
- The run gives the total standard cell area after synthesis as 364 µm².
- The number of cells reported by Yosys stat comes to 48.
- The run puts the mean instance size in the synthesized netlist at 7.59 µm².
- The synthesized netlist handed to floorplanning was reported with a cell count of roughly 48.
- By count the netlist is led by 16 x ha_1, 16 x inv_1, 4 x a21oi_1.
- The run puts the proportion of synthesized chip area in sequential cells at 0%.
- The run gives the Yosys chip area as 364 µm².
- The run puts the area fraction of the dominant cell type after synthesis at between 50% and 60%.

Route:
- The run puts the remaining routing DRC violations at 0.
- Dividing the detail-routed via count by the number of cells gives 3.27.
- The run gives the total via count after detailed routing as between 400 and 500.
- The run gives the routed wire length as between 1000 and 1500 µm.
- The run gives the iteration tally of the first detailed-router pass as 2.
- The run gives the antenna diode count as 0.
- The run puts the number of nets still failing antenna checks after routing at 0.
- The violation tally recorded at the end of detailed-routing iteration 0 is 1.
- In the final routed layout, each cell accounts on average for between 9 and 10 µm.

Setup path:
- The run gives the largest fanout on the critical path as 3.
- The script reports the combined buffer and inverter count of the critical path as 2.
- In this run the critical path is formed by clkdlybuf4s15_1 > ha_4 > nand3_2 > or2_4 > o221ai_2 > buf_2.
- The run gives the kind of start point of the critical path as a primary input.
- Among all stages on the critical path, the maximum delay recorded is between 200 and 300 ps.
- Per STA, the worst path accumulates the most delay in the family simple AND/OR/NAND/NOR gates.
- The run gives the required time of the critical path as roughly 1600 ps.
- For this design, the slowest cell found on the critical path is ha_4.
- The OpenROAD report gives the critical path a data arrival time of between 1500 and 2000 ps.
- The run gives the type of destination of the critical path as a primary output.
- The run gives the critical path start-end classification as primary input to primary output.

Timing:
- For reference, the final report shows the hold violation count at 0.
- The run puts the total setup violations reported at the end of the flow at 0.
- The run gives the worst-case headroom to the max-slew limit as 85.8%.
- The run gives the number of pins with negative max-slew slack in the final report as 0.
- Once routing completed, OpenROAD measured the worst setup slack at 43.4 ps.
- In the finished design, the share of the clock period the worst path needs comes to between 90% and 100%.
- The run puts the post-route worst hold slack at approximately 1200 ps.
- Adding up every negative setup slack in the final design gives 0 ps.
- The run puts the shortest clock period the worst path allows after layout at between 1500 and 2000 ps.
- The pin closest to its max-slew limit shows a slew of approximately 210 ps.
- For this run, the top clock speed supported by timing is ~510 MHz.

Placed design:
- Per the placement log, port buffering inserted 19 buffers.
- The run puts the worst setup slack before clock tree synthesis at -713 ps.
- The run gives the weighted congestion reported at the end of routability-driven placement as 0.703.
- The placement stage leaves a total instance area of a little under 700 µm².
- The run puts the cell count after placement at about 120.
- The run gives the detailed placement HPWL as 989 µm.

Die:
- In this run the vertical extent of the chip is approximately 80 µm.
- The run gives the starting utilization of the core area as about a tenth.
- For reference, the placement row count at floorplan is 21.
- The floorplan step defined a die boundary enclosing ~0.0064 mm².
- The run puts the number of top-level design ports at 19.
- The run puts the core box area at 0.00342 mm².
- The run puts the horizontal die dimension at around 80 µm.

Global route:
- The run gives the initial antenna violation count as 0.
- The total overflow left after global routing is 0.
- The run gives the via count of the first global-routing pass as around 490.
- The run puts the wire length of the first global-routing pass at 2060 µm.
- Entering global routing, the biggest net connects 4 pins.
- The run gives the global routing usage summed across all routing layers as ~3.8%.

Power and ir drop:
- The run gives the power per cell area as 194 mW/mm².
- The internal portion of the total power is 89.7 µW.
- Of the total power, the share spent switching nets is about two fifths.
- The analysis reports a worst IR drop on VDD of between 0.00005 and 0.00006 V.
- The run puts the sequential power share at 0%.
- The run puts the share of total power in the clock network at 0%.
- The run gives the leakage dissipation as approximately 0.4 nW.
- The power report attributes to the combinational group a share of roughly 100%.
- The design draws 154 µW.
- The run puts the reported net switching power at between 60 and 70 µW.

Final layout:
- The post-route netlist has around half of its cells at a drive strength greater than 1.
- Summing all non-filler instances in the final layout gives an area of 792 µm².
- According to the cell report, flip-flops and latches in the layout number 0.
- The run gives the post-route core utilization as about 23%.
- The layout report lists the combined flip-flop and latch area as 0 µm².
- The run gives the growth of design area from synthesis to finish as 118%.
- In the final layout, the clock buffer count is 0.
- The run puts the final cell count without fillers at roughly 130.

Min path:
- The most critical min-delay path falls under primary input to primary output.

Flow run:
- The run puts the number of maximum-capacitance constraint violations at 0.
- The run gives the OpenROAD warning count as approximately 40.

CTS:
- The run gives the quantity of hold-fixing buffers added after cts as 0.
[logic make-up after synthesis]
group	synth area share (%)
adders and majority gates	55.0
buffers and inverters	16.5
AOI/OAI and AO/OA	19.2
and+or+nand+nor	9.28
[worst paths after layout]
path,end,slack (ps),start,cells past startpoint
worst min-delay path,lt,1240,a[7],6
worst max-delay path,gt,40,b[6],6
[cell usage in the layout, fill, tap and decap left out, drive strengths merged]
| cell type | Yosys | routed |
|---|---|---|
| clkbuf | 0 | 3 |
| nand3 | 1 | 1 |
| a221oi | 2 | 2 |
| and2 | 1 | 1 |
| or2 | 1 | 1 |
| ha | 16 | 16 |
| nand2 | 2 | 2 |
| o221ai | 2 | 2 |
| a21o | 2 | 2 |
| inv | 16 | 16 |
| buf | 0 | 15 |
| dlygate4sd2 | 0 | 4 |
| a21oi | 4 | 4 |
| clkdlybuf4s15 | 0 | 9 |
| nor2 | 1 | 1 |
[power groups by stage]
| stage | registers [mW] | clock network [mW] | logic, mW |
|---|---|---|---|
| after global routing | 0 | 0 | 0.174 |
| after CTS | 0 | 0 | 0.149 |
| final | 0 | 0 | 0.154 |
[per-layer routing]
metal | vias to the layer above | wire length [µm] | track usage [%]
met2 | 10 | 512 | 6.26
met4 | 0 | 0 | 0
li1 | 218 | - | -
met5 | - | 0 | 0
met1 | 181 | 546 | 5.21
met3 | 0 | 75 | 0.682
[tightest hold or removal path: stages]
cell and delay, ps:
clkbuf_2 100, inv_2 60, ha_4 120, a21oi_2 30, o221ai_2 40, buf_2 90
[final cells by class]
class                           instances  area [µm²]
Fill cell                             368        2620
Multi-Input combinational cell         32         425
Timing Repair Buffer                   31         249
Inverter                               16        60.1
Tap cell                               46        57.6
[what timing repair did]
action / CTS / global route
endpoints found under the setup margin: 3 / 2
setup buffers: 1 / 1
pin swaps: 15 / 10
resized: 50 / 14
Power figures rest on the tool's default switching activity, not on a simulated workload.
