$ cat design/flow/design.v
module four_bit_claa (
    output [3:0] res, output cout,
    input [3:0] a, b, input cin
);
    wire [3:0] p, g;  
    assign p = a | b;  
    assign g = a & b;  
    wire [4:0] c;  
    assign c[0] = cin;
    assign c[1] = g[0] | (p[0] & c[0]);
    assign c[2] = g[1] | (p[1] & g[0]) | (p[1] & p[0] & c[0]);
    assign c[3] = g[2] | (p[2] & g[1]) | (p[2] & p[1] & g[0]) | (p[2] & p[1] & p[0] & c[0]);
    assign c[4] = g[3] | (p[3] & g[2]) | (p[3] & p[2] & g[1]) | (p[3] & p[2] & p[1] & g[0]) | (p[3] & p[2] & p[1] & p[0] & c[0]);
    assign cout = c[4];
    assign res = a ^ b ^ c[3:0];  
endmodule
module claa (
    output [7:0] res, output cout,
    input [7:0] a, b, input cin
);
    wire cint;  
    four_bit_claa adder0(res[3:0], cint, a[3:0], b[3:0], cin);
    four_bit_claa adder1(res[7:4], cout, a[7:4], b[7:4], cint);
endmodule
$ cat design/flow/run.sh
#!/bin/bash
# OpenROAD 26Q1-2900-gdf79404cd8, Yosys 0.63+post, stock flow scripts
make -C /OpenROAD-flow-scripts/flow DESIGN_CONFIG=/design/flow/config.mk WORK_HOME=/design/flow/orfs finish
$ cat design/flow/config.mk
export PLATFORM = sky130hd
export DESIGN_NAME = claa
export DESIGN_NICKNAME = claa
export VERILOG_FILES = /design/flow/design.v
export SDC_FILE = /design/flow/constraint.sdc
export NUM_CORES = 4
export LEC_CHECK = 1
export CORE_AREA = 10 10 70 70
export DIE_AREA = 0 0 80 80
$ cat design/flow/constraint.sdc
current_design claa

set clk_period 3.6
set clk_io_pct 0.2

create_clock -name clk0 -period $clk_period

set non_clock_inputs [all_inputs -no_clocks]
set_input_delay [expr $clk_period * $clk_io_pct] -clock clk0 $non_clock_inputs
set_output_delay [expr $clk_period * $clk_io_pct] -clock clk0 [all_outputs]
==> job_summary.md <==
### Yosys + OpenROAD results

| Metric | Value |
|---|---|
| Final GP Congestion | `0.720` |
| DRT iter0 DRCs | `3` |
| Die X | `80 um` |
| Largest net degree at the start of global routing | `4` |
| Crit-path max FO | `2` |
| Critical path class | `in -> out` |
| Minimum clock period | `3510 ps` |
| Number of clock buffers in the layout | `0` |
| Post-CTS Setup Repair Bufs | `0` |
| Initial antenna violation count | `0` |
| Placement-stage cell area | `868 um^2` |
| Total wire length | `1200 um` |
| First-pass GRT wire length | `1870 um` |
| Die height | `80 um` |
| Mean Syn Cell Area | `8.17 um^2` |
| Worst min path class | `in -> out` |
| Critical Path AT | `2790 ps` |
| Flop count | `0` |
| Row cnt | `21` |
| Antenna-violating nets left | `0` |
| Global route overflow | `0` |
| Total power draw | `118 uW` |
| Worst Setup SP | `a[2]` |
| CP max stage cell | `clkdlybuf4s50_1` |
| Max-Cap Viols | `0` |
| Chip Area, Yosys | `490 um^2` |
| Core Region | `3420 um^2` |
| Critical path depth in cells | `9` |
| Worst setup SP type | `input port` |
| Top Family by Delay on Critical Path | `buffers and inverters` |
| Buffers on Ports | `26` |
| Register area | `0 um^2` |
| Proportion of layout cells with a drive suffix above 1 | `0.170` |
| DR pass1 iterations | `4` |
| Critical Path RT | `2880 ps` |
| Pwr/cell area | `131 nW/um^2` |
| Ports | `26` |
| Routed wire per std cell | `8.59 um` |
| Via count | `465` |
| Final setup viols | `0` |
| FP Util | `0.144` |
| Cell leakage power | `0.000473 uW` |
| DRC Markers | `0` |
| Synth top cells by count | `inv_1, ha_1, xnor2_1` |
| Final Util | `0.264` |
| Maximum vdd drop | `0.0213 mV` |
| Post-DR vias/cell | `3.32` |
| Yosys cell count | `60` |
| Max Slew Vio Count | `0` |
| Worst Max-Slew Pin Slew | `256 ps` |
| GR Util All Layers | `0.0342` |
| Vias in the first global route | `476` |
| Gate Count Post-Synth | `60` |
| Detailed placement HPWL | `1120 um` |
| Max-slew headroom | `0.829` |
| Synth cell types | `18` |
| Final worst path period share | `0.975` |
| Buf/Inv on CP | `2` |
| Unrepaired setup endpoints after global routing | `no` |
| CP Capture Point | `res[5]` |
| Top cells by area | `ha_1, inv_1, fa_1, xnor2_1, xor2_1` |
| Crit-path max cell delay | `430 ps` |
| Critical Path, Cell by Cell | `clkdlybuf4s50_1 > ha_1 > nor2b_1 > a21oi_2 > o41ai_4 > or2_2 > fa_1 > xor2_1 > dlygate4sd2_1` |
| Design Area, Final | `902 um^2` |
| Synth warn | `0` |
| Fillers | `376` |
| Top cell area share | `0.408` |
| Cell taking the most area after synthesis | `ha_1` |
| N_diodes | `0` |
| Yosys top cell by instances | `inv_1` |
| Log Warnings | `42` |
| Worst setup EP type | `output pin` |
| Status | `finished, final reports clean` |
| Area delta synth->final | `83.9%` |
| Final Hold Viols | `0` |
| Synth Seq Share | `0` |
| Die area | `6400 um^2` |
| FMAX | `0.285 GHz` |
| Synthesized cell area | `490 um^2` |
worst min-delay path by stage:
stage | start | end | slack, ps | cells after the start
final | b[6] | res[6] | 2230 | 5
after global routing | b[6] | res[6] | 2310 | 5
after CTS | b[4] | res[4] | 2380 | 3
cell families after synthesis:
family / count (synthesis) / synth area share
buf+inv: 21 / 0.161
fa+ha+maj: 18 / 0.490
compound gates: 11 / 0.196
xor+xnor: 6 / 0.107
simple gates: 4 / 0.0459
worst min-delay path: cells and delay by family:
kind                     cells  cell delay [ps]
adder cells (fa/ha/maj)      1              120
XOR/XNOR                     1               50
buffers and inverters        3              610
layout by cell type, fill, tap and decap left out, drive strengths merged:
| cell | netlist | routed |
|---|---|---|
| o41ai | 1 | 1 |
| xor2 | 2 | 2 |
| o22ai | 1 | 1 |
| o21ba | 1 | 1 |
| o21bai | 2 | 2 |
| dlygate4sd2 | 0 | 2 |
| dlymetal6s2s | 0 | 3 |
| clkdlybuf4s50 | 0 | 21 |
| nor2 | 1 | 1 |
| a21oi | 3 | 3 |
| or2 | 1 | 1 |
| o31ai | 1 | 1 |
| ha | 16 | 16 |
| inv | 21 | 21 |
| o31a | 1 | 1 |
| nor2b | 1 | 1 |
| a211o | 1 | 1 |
| fa | 2 | 2 |
| buf | 0 | 8 |
| xnor2 | 4 | 4 |
| nand2b | 1 | 1 |
routing by layer:
layer,GRT usage,vias up,share of wire
met3,0.0136,0,0.12
met1,0.0365,203,0.36
met2,0.0650,11,0.52
met4,0,0,0
li1,-,251,-
met5,0,-,0
report_power, final:
group	total [uW]	switching (uW)	internal [uW]	leakage (uW)
Clock	0	0	0	0
Combinational	118	39.5	78.6	0.000473
Sequential	0	0	0	0
what timing repair did:
item                       in CTS  in global routing
hold buffers                    0                  0
setup endpoints to repair       2                  4
resized                         5                  5
pin swaps                       2                  4
metrics by stage:
step | setup TNS [ps] | hold slack, ps | worst slack (ps) | std cells
after floorplan | 0 | 1550 | 837 | 60
final | 0 | 2230 | 90.2 | 140
after CTS | 0 | 2380 | 33.3 | 140
after global routing | 0 | 2310 | 1.22 | 140
after global placement | -268 | 2510 | -151 | 140
after detailed placement | -303 | 2530 | -173 | 140
final cells by class:
class / instances / area [um^2] / area share
timing repair buffer: 34 / 325 / 0.361
inverter: 21 / 78.8 / 0.0874
tap: 46 / 57.6 / 0.0638
multi-input combinational: 39 / 440 / 0.488
Power figures rest on the tool's default switching activity, not on a simulated workload.
